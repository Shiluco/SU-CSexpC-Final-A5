**./config.mk**
```make
export PLATFORM = sky130hd
export DESIGN_NAME = if_MDR
export DESIGN_NICKNAME = if_MDR
export VERILOG_FILES = /design/flow/design.v
export SDC_FILE = /design/flow/constraint.sdc
export NUM_CORES = 4
export LEC_CHECK = 1
export CORE_AREA = 10 10 70 70
export DIE_AREA = 0 0 80 80
```
**./constraint.sdc**
```tcl
current_design if_MDR

set clk_period 1.0
set clk_io_pct 0.2

create_clock -name clk0 -period $clk_period

set non_clock_inputs [all_inputs -no_clocks]
set_input_delay [expr $clk_period * $clk_io_pct] -clock clk0 $non_clock_inputs
set_output_delay [expr $clk_period * $clk_io_pct] -clock clk0 [all_outputs]
```
**./design.v**
```verilog
module MDR(
    input  wire        CLK,         
    input  wire        CLR,         
    input  wire [15:0] M_bus,       
    input  wire [15:0] S_bus,       
    input  wire        MMD,         
    input  wire        SMD,         
    input  wire        MDA,         
    input  wire        MDM,         
    output wire [15:0] MDR_to_A,    
    output wire [15:0] MDR_to_M,    
    output wire [15:0] MDR_q        
);
    wire [15:0] mdr_d;   
    four_input_multiplexer_16bit mux(
        .M_bus(M_bus),
        .S_bus(S_bus),
        .MMD(MMD),
        .SMD(SMD),
        .MDR_out(MDR_q),
        .out(mdr_d)
    );
    v_reg16 mdr_reg(
        .CLK(CLK),
        .CLR(CLR),
        .R_W(1'b0),       
        .Ea(1'b1),        
        .D(mdr_d),
        .Q(MDR_q),
        .Qa()             
    );
    transfer_and_16bit mda_transfer(
        .enable(MDA),
        .data_in(MDR_q),
        .data_out(MDR_to_A)
    );
    transfer_tristate_16bit mdm_transfer(
        .data_in(MDR_q),
        .enable(MDM),
        .data_out(MDR_to_M)
    );
endmodule
module four_input_multiplexer_16bit(
    input  wire [15:0] M_bus,        
    input  wire [15:0] S_bus,        
    input  wire        MMD,          
    input  wire        SMD,          
    input  wire [15:0] MDR_out,      
    output wire [15:0] out           
);
    four_input_multiplexer_1bit bit_0  (.M_bus(M_bus[0]),  .S_bus(S_bus[0]),  .MMD(MMD), .SMD(SMD), .MDR_out(MDR_out[0]),  .out(out[0]));
    four_input_multiplexer_1bit bit_1  (.M_bus(M_bus[1]),  .S_bus(S_bus[1]),  .MMD(MMD), .SMD(SMD), .MDR_out(MDR_out[1]),  .out(out[1]));
    four_input_multiplexer_1bit bit_2  (.M_bus(M_bus[2]),  .S_bus(S_bus[2]),  .MMD(MMD), .SMD(SMD), .MDR_out(MDR_out[2]),  .out(out[2]));
    four_input_multiplexer_1bit bit_3  (.M_bus(M_bus[3]),  .S_bus(S_bus[3]),  .MMD(MMD), .SMD(SMD), .MDR_out(MDR_out[3]),  .out(out[3]));
    four_input_multiplexer_1bit bit_4  (.M_bus(M_bus[4]),  .S_bus(S_bus[4]),  .MMD(MMD), .SMD(SMD), .MDR_out(MDR_out[4]),  .out(out[4]));
    four_input_multiplexer_1bit bit_5  (.M_bus(M_bus[5]),  .S_bus(S_bus[5]),  .MMD(MMD), .SMD(SMD), .MDR_out(MDR_out[5]),  .out(out[5]));
    four_input_multiplexer_1bit bit_6  (.M_bus(M_bus[6]),  .S_bus(S_bus[6]),  .MMD(MMD), .SMD(SMD), .MDR_out(MDR_out[6]),  .out(out[6]));
    four_input_multiplexer_1bit bit_7  (.M_bus(M_bus[7]),  .S_bus(S_bus[7]),  .MMD(MMD), .SMD(SMD), .MDR_out(MDR_out[7]),  .out(out[7]));
    four_input_multiplexer_1bit bit_8  (.M_bus(M_bus[8]),  .S_bus(S_bus[8]),  .MMD(MMD), .SMD(SMD), .MDR_out(MDR_out[8]),  .out(out[8]));
    four_input_multiplexer_1bit bit_9  (.M_bus(M_bus[9]),  .S_bus(S_bus[9]),  .MMD(MMD), .SMD(SMD), .MDR_out(MDR_out[9]),  .out(out[9]));
    four_input_multiplexer_1bit bit_10 (.M_bus(M_bus[10]), .S_bus(S_bus[10]), .MMD(MMD), .SMD(SMD), .MDR_out(MDR_out[10]), .out(out[10]));
    four_input_multiplexer_1bit bit_11 (.M_bus(M_bus[11]), .S_bus(S_bus[11]), .MMD(MMD), .SMD(SMD), .MDR_out(MDR_out[11]), .out(out[11]));
    four_input_multiplexer_1bit bit_12 (.M_bus(M_bus[12]), .S_bus(S_bus[12]), .MMD(MMD), .SMD(SMD), .MDR_out(MDR_out[12]), .out(out[12]));
    four_input_multiplexer_1bit bit_13 (.M_bus(M_bus[13]), .S_bus(S_bus[13]), .MMD(MMD), .SMD(SMD), .MDR_out(MDR_out[13]), .out(out[13]));
    four_input_multiplexer_1bit bit_14 (.M_bus(M_bus[14]), .S_bus(S_bus[14]), .MMD(MMD), .SMD(SMD), .MDR_out(MDR_out[14]), .out(out[14]));
    four_input_multiplexer_1bit bit_15 (.M_bus(M_bus[15]), .S_bus(S_bus[15]), .MMD(MMD), .SMD(SMD), .MDR_out(MDR_out[15]), .out(out[15]));
endmodule
module four_input_multiplexer_1bit(
    input  wire M_bus,        
    input  wire S_bus,        
    input  wire MMD,          
    input  wire SMD,          
    input  wire MDR_out,      
    output wire out           
);
    assign out = (MDR_out & (~MMD & ~SMD)) | (M_bus & MMD) | (S_bus & SMD);
endmodule
module if_MDR (
    input  wire [3:0] KEY,           
    input  wire [17:0] SW,           
    output wire [15:0] LEDR,         
    output wire [7:0] LEDG           
);
    wire clk;
    wire clr;
    wire mmd;
    wire smd;
    wire mdm;
    wire mda;
    wire [15:0] s_bus;
    wire [15:0] m_bus;
    wire [15:0] mdr_to_a;
    wire [15:0] mdr_to_m;
    wire [15:0] mdr_q;
    assign clk = ~KEY[0];
    assign clr = KEY[1];
    assign mmd = ~SW[16];   
    assign smd = ~SW[17];   
    assign mdm = ~KEY[2];   
    assign mda = ~KEY[3];   
    assign s_bus[7:0] = ~SW[7:0];
    assign s_bus[15:8] = 8'b0;
    assign m_bus[7:0] = ~SW[15:8];
    assign m_bus[15:8] = 8'b0;
    MDR u_mdr (
        .CLK(clk),
        .CLR(clr),
        .M_bus(m_bus),
        .S_bus(s_bus),
        .MMD(mmd),
        .SMD(smd),
        .MDA(mda),
        .MDM(mdm),
        .MDR_to_A(mdr_to_a),
        .MDR_to_M(mdr_to_m),
        .MDR_q(mdr_q)
    );
    assign LEDR[7:0] = mdr_to_a[7:0];
    assign LEDR[15:8] = mdr_to_m[7:0];
    assign LEDG[0] = mmd;
    assign LEDG[1] = smd;
    assign LEDG[2] = mdm;
    assign LEDG[3] = mda;
    assign LEDG[7:4] = 4'b0;   
endmodule
module tristate(
    input  wire data_in,     
    input  wire enable,      
    output wire data_out     
);
    bufif1(data_out, data_in, enable);
endmodule
module v_reg16 #(
    parameter [15:0] INIT_VALUE = 16'b0
)(
    input  wire        CLK,
    input  wire        CLR,
    input  wire        R_W,
    input  wire        Ea,
    input  wire [15:0] D,
    output wire [15:0] Q,
    output wire [15:0] Qa
);
    reg [15:0] q;
    always @(posedge CLK or negedge CLR) begin
        if (!CLR)        q <= INIT_VALUE;
        else q <= ( {16{~R_W}} & D ) | ( {16{R_W}} & q );
    end
    assign Q  = q;
    assign Qa = {16{Ea}} & q;
endmodule
module transfer_and_16bit(
    input  wire        enable,        
    input  wire [15:0] data_in,       
    output wire [15:0] data_out       
);
    transfer_and_1bit bit_0  (.enable(enable), .data_in(data_in[0]),  .data_out(data_out[0]));
    transfer_and_1bit bit_1  (.enable(enable), .data_in(data_in[1]),  .data_out(data_out[1]));
    transfer_and_1bit bit_2  (.enable(enable), .data_in(data_in[2]),  .data_out(data_out[2]));
    transfer_and_1bit bit_3  (.enable(enable), .data_in(data_in[3]),  .data_out(data_out[3]));
    transfer_and_1bit bit_4  (.enable(enable), .data_in(data_in[4]),  .data_out(data_out[4]));
    transfer_and_1bit bit_5  (.enable(enable), .data_in(data_in[5]),  .data_out(data_out[5]));
    transfer_and_1bit bit_6  (.enable(enable), .data_in(data_in[6]),  .data_out(data_out[6]));
    transfer_and_1bit bit_7  (.enable(enable), .data_in(data_in[7]),  .data_out(data_out[7]));
    transfer_and_1bit bit_8  (.enable(enable), .data_in(data_in[8]),  .data_out(data_out[8]));
    transfer_and_1bit bit_9  (.enable(enable), .data_in(data_in[9]),  .data_out(data_out[9]));
    transfer_and_1bit bit_10 (.enable(enable), .data_in(data_in[10]), .data_out(data_out[10]));
    transfer_and_1bit bit_11 (.enable(enable), .data_in(data_in[11]), .data_out(data_out[11]));
    transfer_and_1bit bit_12 (.enable(enable), .data_in(data_in[12]), .data_out(data_out[12]));
    transfer_and_1bit bit_13 (.enable(enable), .data_in(data_in[13]), .data_out(data_out[13]));
    transfer_and_1bit bit_14 (.enable(enable), .data_in(data_in[14]), .data_out(data_out[14]));
    transfer_and_1bit bit_15 (.enable(enable), .data_in(data_in[15]), .data_out(data_out[15]));
endmodule
module transfer_and_1bit(
    input  wire enable,       
    input  wire data_in,      
    output wire data_out      
);
    assign data_out = enable & data_in;
endmodule
module transfer_tristate_16bit(
    input  wire [15:0] data_in,       
    input  wire        enable,        
    output wire [15:0] data_out       
);
    transfer_tristate_1bit bit_0  (.data_in(data_in[0]),  .enable(enable), .data_out(data_out[0]));
    transfer_tristate_1bit bit_1  (.data_in(data_in[1]),  .enable(enable), .data_out(data_out[1]));
    transfer_tristate_1bit bit_2  (.data_in(data_in[2]),  .enable(enable), .data_out(data_out[2]));
    transfer_tristate_1bit bit_3  (.data_in(data_in[3]),  .enable(enable), .data_out(data_out[3]));
    transfer_tristate_1bit bit_4  (.data_in(data_in[4]),  .enable(enable), .data_out(data_out[4]));
    transfer_tristate_1bit bit_5  (.data_in(data_in[5]),  .enable(enable), .data_out(data_out[5]));
    transfer_tristate_1bit bit_6  (.data_in(data_in[6]),  .enable(enable), .data_out(data_out[6]));
    transfer_tristate_1bit bit_7  (.data_in(data_in[7]),  .enable(enable), .data_out(data_out[7]));
    transfer_tristate_1bit bit_8  (.data_in(data_in[8]),  .enable(enable), .data_out(data_out[8]));
    transfer_tristate_1bit bit_9  (.data_in(data_in[9]),  .enable(enable), .data_out(data_out[9]));
    transfer_tristate_1bit bit_10 (.data_in(data_in[10]), .enable(enable), .data_out(data_out[10]));
    transfer_tristate_1bit bit_11 (.data_in(data_in[11]), .enable(enable), .data_out(data_out[11]));
    transfer_tristate_1bit bit_12 (.data_in(data_in[12]), .enable(enable), .data_out(data_out[12]));
    transfer_tristate_1bit bit_13 (.data_in(data_in[13]), .enable(enable), .data_out(data_out[13]));
    transfer_tristate_1bit bit_14 (.data_in(data_in[14]), .enable(enable), .data_out(data_out[14]));
    transfer_tristate_1bit bit_15 (.data_in(data_in[15]), .enable(enable), .data_out(data_out[15]));
endmodule
module transfer_tristate_1bit(
    input  wire data_in,      
    input  wire enable,       
    output wire data_out      
);
    tristate tri_inst(
        .data_in(data_in),
        .enable(enable),
        .data_out(data_out)
    );
endmodule
```
**./run.sh**
```bash
#!/bin/bash
# OpenROAD 26Q1-2900-gdf79404cd8, Yosys 0.63+post, stock flow scripts
make -C /OpenROAD-flow-scripts/flow DESIGN_CONFIG=/design/flow/config.mk WORK_HOME=/design/flow/orfs finish
```
==> run summary <==
status -> finished clean
Via-to-Cell Ratio -> 3.54
number of top-level pins -> 46
pin count of the biggest net entering global routing -> 17
Leak -> 0.377 nW
min cycle time layout -> 0.901 ns
cts-stage hold buffer count -> 0
crit path DAT -> 0.70 ns
post-synth top area cell -> dfrtn_1
Core Util, Final -> 25.8%
Yosys Warn Count -> 1
Fmax -> 1110 MHz
Fin. Hold Viols -> 0
first-pass GRT wire length -> 2560 um
Peak VDD IR -> 0.151 mV
Filler Cells Inserted -> 384
Post-Syn Instances -> 65
worst min-delay path category -> primary input to output port
Synth async-reset ratio -> 100%
max-cap violations -> 0
crit path from -> SW[16]
Largest register FFs -> 8
max incr delay on CP -> 0.24 ns
Seq share, synth -> 32.1%
Dominant cell area share -> 32.1%
Crit. End Element -> output port
YS chip area -> 624 um2
Top cells by area -> dfrtn_1, buf_4, o221ai_1
WP data required -> 0.80 ns
vias -> 464
Init Core Util -> 18.3%
Biggest register -> u_mdr.mdr_reg.q
cell row count -> 21
setup tns final -> 0 ns
count of unclocked register or latch pins -> 8
routability cong. -> 0.746
critical path fanouts, max -> 2
gr ovfl total -> 0
Synth cell types -> 10
Post-DRT Antenna Nets -> 0
mapped cell area -> 624 um2
EDFF count, synth -> 0
Synth Register Bits -> 8
Pre-Repair DR Iteration Count -> 4
WL/cell -> 12.8 um
Top Registers -> u_mdr.mdr_reg.q (8)
Die Y-Extent -> 80 um
commonest cells in the netlist -> buf_4, dfrtn_1, nand3_1, nor2b_1, o221ai_1
Worst path slowest cell -> dlygate4sd2_1
CP Class -> primary input to output port
die width -> 80 um
HP Start -> KEY[3]
cell count listed in synth_stat.txt -> 65
vias in the first global route -> 501
share of cells above drive strength 1 -> 5.95%
Worst path top cell family by delay -> buffers and inverters
fin crit share -> 90.1%
unrepaired setup endpoints after global routing -> false
Iteration-0 DRC Markers -> 6
area grow syn2layout -> 41.1%
total die area -> 0.00640 mm2
Yosys top cell by instances -> buf_4
dominant register cell in the synthesized netlist -> dfrtn_1
Core Box Area -> 0.00342 mm2
WL final -> 1680 um
crit path buf inv count -> 3
most frequent CP cell -> dlygate4sd2_1
Cell Chain, Critical Path -> dlygate4sd2_1 > inv_1 > dlygate4sd2_1
number of unconstrained endpoints -> 16
Power per Cell Area -> 262 mW/mm2
Port Buf Inserts -> 42
Finish-stage setup viols -> 0
Startpoint Class -> primary input
initial antenna violation count -> 1
Final HPWL DP -> 1530 um
GRT Util Overall -> 4.94%
# DRC -> 0
syn avg cell area -> 9.61 um2
Final Max Slew Viols -> 0
OpenROAD warnings -> 32
-- routing by layer --
metal / wire, um / vias up / GRT usage (%) / part of all wire [%]
li1: - / 233 / - / -
met1: 720 / 203 / 6.89 / 43
met2: 721 / 28 / 7.38 / 43
met3: 241 / 0 / 2.05 / 14
met4: 0 / 0 / 0 / 0
met5: 0 / - / 0 / 0
-- what timing repair did --
| action | in CTS | in global routing |
|---|---|---|
| endpoints found under the setup margin | 12 | 0 |
| gates resized | 22 | 0 |
| setup buffers | 0 | 0 |
| endpoints found under the hold margin | 0 | 0 |
-- per-stage QoR --
step           power [mW]  worst slack, ns  hold WS (ns)  area [um2]  cells
3_5_place_dp        0.255           -0.596          1.28         896    130
2_1_floorplan       0.147            0.243         0.507         636     68
5_1_grt             0.256           0.0752         0.795         881    131
3_3_place_gp        0.252           -0.567          1.29         896    130
6_report            0.231           0.0987         0.752         881    131
4_1_cts             0.237           0.0809         0.756         878    130
-- area by class of cell --
cell class | count | area, um2 | share of cell area (%)
Antenna cell | 1 | 2.50 | 0.284
Inverter | 4 | 15.0 | 1.70
Multi-Input combinational cell | 28 | 188 | 21.3
Sequential cell | 8 | 200 | 22.7
Tap cell | 46 | 57.6 | 6.53
Timing Repair Buffer | 44 | 418 | 47.4
-- cells in the final DEF (no fill, tap or decap), drive strengths merged --
master,instances
dlygate4sd2,15
nor2b,8
nand3,8
conb,4
buf,3
clkdlybuf4s50,26
diode,1
inv,4
o221ai,8
dfrtn,8
-- cells by family after synthesis --
family / share of synthesized area (%)
AND/OR/NAND/NOR: 14.4
AND-OR/OR-AND: 13.2
flip-flops: 32.1
other: 0.601
buffers and inverters: 39.7
-- report_power, final --
| group | internal, mW | switching [mW] | leakage [nW] |
|---|---|---|---|
| sequential | 0.0240 | 0.00733 | 0.0929 |
| clock | 0.000000134 | 0 | 0.00000634 |
| combinational | 0.134 | 0.0653 | 0.284 |
| total | 0.158 | 0.0726 | 0.377 |
-- path summary, 6_finish.rpt --
check                 endpoint  cells after the start
worst min-delay path   LEDG[3]                      3
worst max-delay path   LEDG[0]                      3
Power figures rest on the tool's default switching activity, not on a simulated workload.
